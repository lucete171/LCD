**flow/design.v**
```verilog
module CM_Serial(a, b, clk, rst, mux_reset, out);
    input clk;
    input rst;   
    input mux_reset;
    input  [7:0] a, b;
    output [7:0] out;
    wire [7:0] mux_out;
    singlePE PE1(.clk(clk), .rst(rst), .in_a(a), .in_b(b), .b_en(1'b1), .p_sum(mux_out), 
	.out_a(), .out_b(), .out_conv(out));
    two_to_one_eight_mux MUX(.a(out), .b(8'd0), .s(mux_reset), .out(mux_out));
endmodule
module eight_bit_adder(a,b,cin,sum,cout);
    input [7:0] a, b;
	input cin;
	output [7:0] sum;
	output cout;
	wire cout1, cout2, cout3, cout4, cout5, cout6, cout7;
	full_adder fa0 (.a(a[0]), .b(b[0]), .cin(cin), .sum(sum[0]), .cout(cout1));
	full_adder fa1 (.a(a[1]), .b(b[1]), .cin(cout1), .sum(sum[1]), .cout(cout2));
	full_adder fa2 (.a(a[2]), .b(b[2]), .cin(cout2), .sum(sum[2]), .cout(cout3));
	full_adder fa3 (.a(a[3]), .b(b[3]), .cin(cout3), .sum(sum[3]), .cout(cout4));
	full_adder fa4 (.a(a[4]), .b(b[4]), .cin(cout4), .sum(sum[4]), .cout(cout5));
	full_adder fa5 (.a(a[5]), .b(b[5]), .cin(cout5), .sum(sum[5]), .cout(cout6));
	full_adder fa6 (.a(a[6]), .b(b[6]), .cin(cout6), .sum(sum[6]), .cout(cout7));
	full_adder fa7 (.a(a[7]), .b(b[7]), .cin(cout7), .sum(sum[7]), .cout(cout));
endmodule
module full_adder(a,b,cin,sum,cout);
    input a, b, cin;
    output sum, cout;
    assign cout = a&b | b&cin | cin&a;
    assign sum = a^b^cin;
endmodule
module multiplier(a, b , product);
	input [7:0] a, b;
	output [7:0] product;
	wire  cout1,cout2,cout3,cout4,cout5,cout6,cout7;
	wire [7:0] AND_0,AND_1,AND_2,AND_3,AND_4,AND_5,AND_6,AND_7;
	wire [7:0] ADD_0,ADD_1,ADD_2,ADD_3,ADD_4,ADD_5,ADD_6;
	      and_gate a0_0(a[0], b[0], AND_0[0]);
	      and_gate a0_1(a[0], b[1], AND_0[1]);
	      and_gate a0_2(a[0], b[2], AND_0[2]);
	      and_gate a0_3(a[0], b[3], AND_0[3]);
	      and_gate a0_4(a[0], b[4], AND_0[4]);
	      and_gate a0_5(a[0], b[5], AND_0[5]);
	      and_gate a0_6(a[0], b[6], AND_0[6]);
	      and_gate a0_7(a[0], b[7], AND_0[7]);
	      and_gate a1_0(a[1], b[0], AND_1[0]);
	      and_gate a1_1(a[1], b[1], AND_1[1]);
	      and_gate a1_2(a[1], b[2], AND_1[2]);
	      and_gate a1_3(a[1], b[3], AND_1[3]);
	      and_gate a1_4(a[1], b[4], AND_1[4]);
	      and_gate a1_5(a[1], b[5], AND_1[5]);
	      and_gate a1_6(a[1], b[6], AND_1[6]);
	      and_gate a1_7(a[1], b[7], AND_1[7]);
	      and_gate a2_0(a[2], b[0], AND_2[0]);
	      and_gate a2_1(a[2], b[1], AND_2[1]);
	      and_gate a2_2(a[2], b[2], AND_2[2]);
	      and_gate a2_3(a[2], b[3], AND_2[3]);
	      and_gate a2_4(a[2], b[4], AND_2[4]);
	      and_gate a2_5(a[2], b[5], AND_2[5]);
    	  and_gate a2_6(a[2], b[6], AND_2[6]);
	      and_gate a2_7(a[2], b[7], AND_2[7]);
	      and_gate a3_0(a[3], b[0], AND_3[0]);
          and_gate a3_1(a[3], b[1], AND_3[1]);
          and_gate a3_2(a[3], b[2], AND_3[2]);
          and_gate a3_3(a[3], b[3], AND_3[3]);
          and_gate a3_4(a[3], b[4], AND_3[4]);
          and_gate a3_5(a[3], b[5], AND_3[5]);
          and_gate a3_6(a[3], b[6], AND_3[6]);
          and_gate a3_7(a[3], b[7], AND_3[7]);
          and_gate a4_0(a[4], b[0], AND_4[0]);
          and_gate a4_1(a[4], b[1], AND_4[1]);
          and_gate a4_2(a[4], b[2], AND_4[2]);
          and_gate a4_3(a[4], b[3], AND_4[3]);
          and_gate a4_4(a[4], b[4], AND_4[4]);
          and_gate a4_5(a[4], b[5], AND_4[5]);
          and_gate a4_6(a[4], b[6], AND_4[6]);
          and_gate a4_7(a[4], b[7], AND_4[7]);
	      and_gate a5_0(a[5], b[0], AND_5[0]);
          and_gate a5_1(a[5], b[1], AND_5[1]);
          and_gate a5_2(a[5], b[2], AND_5[2]);
          and_gate a5_3(a[5], b[3], AND_5[3]);
          and_gate a5_4(a[5], b[4], AND_5[4]);
          and_gate a5_5(a[5], b[5], AND_5[5]);
          and_gate a5_6(a[5], b[6], AND_5[6]);
          and_gate a5_7(a[5], b[7], AND_5[7]);
	      and_gate a6_0(a[6], b[0], AND_6[0]);
          and_gate a6_1(a[6], b[1], AND_6[1]);
          and_gate a6_2(a[6], b[2], AND_6[2]);
          and_gate a6_3(a[6], b[3], AND_6[3]);
          and_gate a6_4(a[6], b[4], AND_6[4]);
          and_gate a6_5(a[6], b[5], AND_6[5]);
          and_gate a6_6(a[6], b[6], AND_6[6]);
          and_gate a6_7(a[6], b[7], AND_6[7]);
	      and_gate a7_0(a[7], b[0], AND_7[0]);
          and_gate a7_1(a[7], b[1], AND_7[1]);
          and_gate a7_2(a[7], b[2], AND_7[2]);
          and_gate a7_3(a[7], b[3], AND_7[3]);
          and_gate a7_4(a[7], b[4], AND_7[4]);
          and_gate a7_5(a[7], b[5], AND_7[5]);
          and_gate a7_6(a[7], b[6], AND_7[6]);
          and_gate a7_7(a[7], b[7], AND_7[7]);
	eight_bit_adder Add0({1'b0,AND_0[7:1]}, AND_1,1'b0 ,ADD_0, cout1);
	eight_bit_adder Add1({cout1,ADD_0[7:1]}, AND_2, 1'b0, ADD_1, cout2);
	eight_bit_adder Add2({cout2,ADD_1[7:1]}, AND_3, 1'b0, ADD_2, cout3);
	eight_bit_adder Add3({cout3,ADD_2[7:1]}, AND_4, 1'b0, ADD_3, cout4);
	eight_bit_adder Add4({cout4,ADD_3[7:1]}, AND_5, 1'b0, ADD_4, cout5);
	eight_bit_adder Add5({cout5,ADD_4[7:1]}, AND_6, 1'b0, ADD_5, cout6);
	eight_bit_adder Add6({cout6,ADD_5[7:1]}, AND_7, 1'b0, ADD_6, cout7);
	assign product =  {ADD_6[0],ADD_5[0],ADD_4[0],ADD_3[0],ADD_2[0],ADD_1[0],ADD_0[0],AND_0[0]};
endmodule
module singlePE(clk, rst, in_a,in_b,b_en, p_sum,out_a,out_b,out_conv);
    input clk, rst, b_en;
    input [7:0] in_a,in_b, p_sum;
    output reg [7:0] out_a, out_b;
    output [7:0] out_conv;   
    reg [7:0] pre_out;
    wire[7:0]  a_product_b;
    wire cout;
    always @(posedge clk or posedge rst)begin
        if(rst) begin
            out_a <= 8'd0;
            out_b <= 8'd0;   
            pre_out <= 8'd0;
        end
        else begin
            out_a <= in_a;
            pre_out<=p_sum;
            if(b_en==1) begin
             out_b <= in_b;
          end
        end
     end
    multiplier m1(out_a, out_b, a_product_b);
    eight_bit_adder a1(pre_out,a_product_b,1'b0,out_conv,cout);
endmodule
module and_gate(a,b,out);
    input a,b;
    output out;
    assign out = a&&b;
endmodule
module not_gate (a, out); 
	input a;
	output out;
	assign out = !a;
endmodule
module or_gate (a, b, out); 
	input a, b;
	output out;
	assign out = a || b;	
endmodule
`timescale 1ns / 1ns
module two_to_one_eight_mux(a, b, s, out);
    input [7:0] a, b;
    input s;
    output [7:0] out;
    two_to_one_mux_gatelevel_module out0(.a(a[0]), .b(b[0]), .s(s), .out(out[0]));
    two_to_one_mux_gatelevel_module out1(.a(a[1]), .b(b[1]), .s(s), .out(out[1]));
    two_to_one_mux_gatelevel_module out2(.a(a[2]), .b(b[2]), .s(s), .out(out[2]));
    two_to_one_mux_gatelevel_module out3(.a(a[3]), .b(b[3]), .s(s), .out(out[3]));
    two_to_one_mux_gatelevel_module out4(.a(a[4]), .b(b[4]), .s(s), .out(out[4]));
    two_to_one_mux_gatelevel_module out5(.a(a[5]), .b(b[5]), .s(s), .out(out[5]));
    two_to_one_mux_gatelevel_module out6(.a(a[6]), .b(b[6]), .s(s), .out(out[6]));
    two_to_one_mux_gatelevel_module out7(.a(a[7]), .b(b[7]), .s(s), .out(out[7]));
endmodule
module two_to_one_mux_gatelevel_module (a, b, s, out);
	input a, b;
	input s;	
	output out;
	wire not_1_output;
	wire and_1_output, and_2_output;
	not_gate not_1(.a(s), .out(not_1_output));
	and_gate and_1(.a(a), .b(not_1_output), .out(and_1_output));
	and_gate and_2(.a(b), .b(s), .out(and_2_output));
	or_gate or_1(.a(and_1_output), .b(and_2_output), .out(out));
endmodule
```
**flow/constraint.sdc**
```tcl
current_design CM_Serial

set clk_period 7.4
set clk_io_pct 0.2

create_clock -name clk0 -period $clk_period [get_ports {clk}]

set non_clock_inputs [all_inputs -no_clocks]
set_input_delay [expr $clk_period * $clk_io_pct] -clock clk0 $non_clock_inputs
set_output_delay [expr $clk_period * $clk_io_pct] -clock clk0 [all_outputs]
```
**flow/run.sh**
```bash
#!/bin/bash
# OpenROAD 26Q1-2900-gdf79404cd8, Yosys 0.63+post, stock flow scripts
make -C /OpenROAD-flow-scripts/flow DESIGN_CONFIG=/design/flow/config.mk WORK_HOME=/design/flow/orfs finish
```
**flow/config.mk**
```make
export PLATFORM = sky130hd
export DESIGN_NAME = CM_Serial
export DESIGN_NICKNAME = CM_Serial
export VERILOG_FILES = /design/flow/design.v
export SDC_FILE = /design/flow/constraint.sdc
export NUM_CORES = 4
export LEC_CHECK = 1
export CORE_UTILIZATION = 40
```
==> GITHUB_STEP_SUMMARY <==
### Yosys + OpenROAD results

| Metric | Value |
|---|---|
| Outcome | `finished, violations left` |
| Failing checks | `negative setup slack` |
| Layout Utilization | `53.5%` |
| Overall routed net length | `2410 um` |
| Avg Cell Area, Syn | `11.7 um2` |
| TritonCTS Buffers | `3` |
| Final hold slack | `634 ps` |
| DRC Markers | `0` |
| Final hold violations | `0` |
| WHS Path Cells | `2` |
| Site row count | `23` |
| CTS H-tree depth | `1` |
| Hold_buf cts | `0` |
| Iteration count of the initial detailed-routing pass | `3` |
| # Cells Yosys | `142` |
| CP Capture Type | `output port` |
| Fin crit period | `7660 ps` |
| Lkg Pwr | `0.977 nW` |
| R2R depth | `27` |
| Fraction of layout instances using a drive strength above 1 | `29.9%` |
| PwrDens | `316 nW/um2` |
| Post-Syn Area | `1670 um2` |
| Critical path's slowest cell | `fa_2` |
| Critical path peak fanout | `2` |
| Placer Congestion | `0.804` |
| Largest net degree at the start of global routing | `25` |
| CP required | `5920 ps` |
| Avg WL per Cell | `10.7 um` |
| Fin. max-slew vios | `0` |
| GRT Util Overall | `14.3%` |
| Max Freq | `130 MHz` |
| Die width | `66.5 um` |
| Cells after Synth | `142` |
| Initial antenna violation count | `0` |
| FILL cells | `318` |
| First-pass GRT wire length | `4450 um` |
| PnR worst setup slack | `-263 ps` |
| CTS tree | `done` |
| ANT nets after route | `0` |
| Vias in the first global route | `1004` |
| Reg clk slew, reported paths | `80 ps` |
| CP Launch Type | `register` |
| Vias per cell | `4.21` |
| Synth cell types | `15` |
| RSZ-0062 raised after global routing | `yes` |
| # IOs | `27` |
| Finished layout cell area | `2140 um2` |
| Max incr delay on CP | `560 ps` |
| Fp_density | `41.6%` |
| Hold/Removal Path Class | `register to register` |
| Port bufs | `26` |
| Max-slew headroom | `75.4%` |
| Core ar. | `4000 um2` |
| Slew @ Worst Pin | `368 ps` |
| Max Cap Viol | `0` |
| Die height | `66.5 um` |
| TritonCTS Sinks | `24` |
| Area growth syn-to-layout | `28.4%` |
| CP Class | `register to output port` |
| Cell taking the most area after synthesis | `dfrtp_1` |
| Overflow after GRT | `0` |
| Root Buffer | `clkbuf_8` |
| Skew final | `3.64 ps` |
| Synth Register Bits | `24` |
| Yosys stat area | `1670 um2` |
| Final TNS setup | `-263 ps` |
| Max-area cell share | `36.1%` |
| Cell count after placement | `218` |
| DR vias | `943` |
| Tool warnings | `28` |
| Die area | `4430 um2` |
| Total Power | `0.677 mW` |
| Seq share, synth | `36.1%` |
| Crit share post-route | `104%` |
| Layout Cells excl Fill | `224` |
| Pre-CTS setup slack | `-544 ps` |
| Final setup fails | `1` |
| Maximum root-to-sink buffer count | `2` |
| Detailed Place HPWL | `1980 um` |
| Worst Path Arrival | `6180 ps` |
| ANT cells | `0` |
| Dpl cell area | `2030 um2` |
| Top Layout Cells | `dfrtp_1 (24), clkdlybuf4s50_1 (24), and2_1 (15)` |
| Top cells by area | `dfrtp_1 (36%), fa_1 (25%), and2_1 (6.0%)` |
| YS warnings | `1` |
| Peak supply drop | `0.183 mV` |
| Initial DRC count | `8` |
| Clk Latency, worst-skew pair | `260 ps` |
==> area by class of cell <==
class | instances | area (um2) | area share [%]
multi-input cells | 89 | 995 | 46.5
flip-flops and latches | 24 | 601 | 28.1
inverters | 21 | 78.8 | 3.69
clock buffers | 3 | 41.3 | 1.93
clock inverters | 1 | 30.0 | 1.40
repair buffers | 36 | 330 | 15.4
well taps | 50 | 62.6 | 2.93
==> flip-flops by register name, indices dropped and copies added (netlist names) <==
| signal | count |
|---|---|
| PE1.pre_out | 8 |
| PE1.out_b | 8 |
| PE1.out_a | 8 |
==> cell usage after synthesis <==
cell type,count
dfrtp_1,24
fa_1,21
inv_1,21
and2_1,16
nand2_1,10
xnor2_1,10
buf_4,8
and2_2,7
ha_1,7
nor2b_1,7
nand2_2,3
xor2_1,3
nor2_1,2
xnor2_2,2
mux2_1,1
==> power breakdown <==
| group | total, mW | internal [mW] | leakage [nW] | switching [mW] |
|---|---|---|---|---|
| clock | 0.113 | 0.0722 | 0.0357 | 0.0404 |
| sequential | 0.163 | 0.152 | 0.290 | 0.0114 |
| combinational | 0.401 | 0.253 | 0.651 | 0.148 |
| total | 0.677 | 0.476 | 0.977 | 0.200 |
==> worst paths after layout <==
check	from	endpoint	slack (ps)
max reg2reg	PE1.out_b[1]	PE1.pre_out[7]	1120
min	PE1.pre_out[0]	PE1.pre_out[0]	630
min in group asynchronous	rst	PE1.pre_out[7]	1550
max in group asynchronous	rst	PE1.out_b[2]	5620
max	PE1.out_b[1]	out[7]	-260
min reg2reg	PE1.pre_out[0]	PE1.pre_out[0]	630
==> cell families (layout without fill, tap and decap cells) <==
kind of cell	Yosys count	count (layout)	synth area share, %
XOR/XNOR	15	15	8.79
buffers and inverters	29	61	8.34
AND/OR/NAND/NOR	45	45	15.6
multiplexers	1	1	0.676
adder cells (fa/ha/maj)	28	28	30.5
flip-flops	24	24	36.1
==> critical path, delay by kind of cell, from the launching register on <==
family / cells / cell delay (ps)
DFF: 1 / 400
xor gates and xnor gates: 4 / 680
and+or+nand+nor: 1 / 150
adders and majority gates: 12 / 4160
buffers and inverters: 9 / 500
==> layer usage <==
| layer | vias up | routed length (um) | global-route usage, % |
|---|---|---|---|
| met4 | 0 | 4 | 0.532 |
| met3 | 2 | 102 | 3.47 |
| met2 | 25 | 1140 | 22.8 |
| met5 | - | 0 | 0 |
| li1 | 470 | - | - |
| met1 | 446 | 1160 | 22.1 |
==> timing repair <==
item / in CTS / in global routing
pin swaps: 15 / 14
setup buffers: 0 / 2
resized: 10 / 3
setup endpoints to repair: 2 / 2
Power and IR drop assume default switching activity.
