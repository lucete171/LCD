[design/flow/config.mk]
export PLATFORM = sky130hd
export DESIGN_NAME = SA_2x2
export DESIGN_NICKNAME = SA_2x2
export VERILOG_FILES = /design/flow/design.v
export SDC_FILE = /design/flow/constraint.sdc
export NUM_CORES = 4
export LEC_CHECK = 1
export CORE_UTILIZATION = 50
[design/flow/constraint.sdc]
current_design SA_2x2

set clk_period 6.9
set clk_io_pct 0.2

create_clock -name clk0 -period $clk_period [get_ports {clk}]

set non_clock_inputs [all_inputs -no_clocks]
set_input_delay [expr $clk_period * $clk_io_pct] -clock clk0 $non_clock_inputs
set_output_delay [expr $clk_period * $clk_io_pct] -clock clk0 [all_outputs]
[design/flow/design.v]
module accumulator(clk, rst, ctrl, p_sum,out_conv);
    input clk, rst;
    input [2:0] ctrl;
    input [7:0] p_sum;
    output [7:0] out_conv;
    reg [7:0] temp;   
    reg [7:0] c11, c12, c21, c22;
    always @(posedge clk or posedge rst)begin
        if(rst) begin
	       c11<=8'd0;
	       c12<=8'd0;
	       c21<=8'd0;
	       c22<=8'd0;
	       temp<=8'd0;   
        end
        else begin
	         if (ctrl[2]==1) begin
	           case(ctrl[1:0])
	             2'b00: begin c11<=c11+p_sum; temp<=c11+p_sum; end
	             2'b01: begin c12<=c12+p_sum; temp<=c12+p_sum; end
	             2'b10: begin c21<=c21+p_sum; temp<=c21+p_sum; end             
	             2'b11: begin c22<=c22+p_sum; temp<=c22+p_sum; end
	           endcase
	         end
          	else begin
	           temp<=0; end
	      end
  end
  assign out_conv=temp;
endmodule
module eight_bit_adder(a,b,cin,sum,cout);
    input [7:0] a, b;
	input cin;
	output [7:0] sum;
	output cout;
	wire cout1, cout2, cout3, cout4, cout5, cout6, cout7;
	full_adder fa0 (.a(a[0]), .b(b[0]), .cin(cin), .sum(sum[0]), .cout(cout1));
	full_adder fa1 (.a(a[1]), .b(b[1]), .cin(cout1), .sum(sum[1]), .cout(cout2));
	full_adder fa2 (.a(a[2]), .b(b[2]), .cin(cout2), .sum(sum[2]), .cout(cout3));
	full_adder fa3 (.a(a[3]), .b(b[3]), .cin(cout3), .sum(sum[3]), .cout(cout4));
	full_adder fa4 (.a(a[4]), .b(b[4]), .cin(cout4), .sum(sum[4]), .cout(cout5));
	full_adder fa5 (.a(a[5]), .b(b[5]), .cin(cout5), .sum(sum[5]), .cout(cout6));
	full_adder fa6 (.a(a[6]), .b(b[6]), .cin(cout6), .sum(sum[6]), .cout(cout7));
	full_adder fa7 (.a(a[7]), .b(b[7]), .cin(cout7), .sum(sum[7]), .cout(cout));
endmodule
module full_adder(a,b,cin,sum,cout);
    input a, b, cin;
    output sum, cout;
    assign cout = a&b | b&cin | cin&a;
    assign sum = a^b^cin;
endmodule
module multiplier(a, b , product);
	input [7:0] a, b;
	output [7:0] product;
	wire  cout1,cout2,cout3,cout4,cout5,cout6,cout7;
	wire [7:0] AND_0,AND_1,AND_2,AND_3,AND_4,AND_5,AND_6,AND_7;
	wire [7:0] ADD_0,ADD_1,ADD_2,ADD_3,ADD_4,ADD_5,ADD_6;
	      and_gate a0_0(a[0], b[0], AND_0[0]);
	      and_gate a0_1(a[0], b[1], AND_0[1]);
	      and_gate a0_2(a[0], b[2], AND_0[2]);
	      and_gate a0_3(a[0], b[3], AND_0[3]);
	      and_gate a0_4(a[0], b[4], AND_0[4]);
	      and_gate a0_5(a[0], b[5], AND_0[5]);
	      and_gate a0_6(a[0], b[6], AND_0[6]);
	      and_gate a0_7(a[0], b[7], AND_0[7]);
	      and_gate a1_0(a[1], b[0], AND_1[0]);
	      and_gate a1_1(a[1], b[1], AND_1[1]);
	      and_gate a1_2(a[1], b[2], AND_1[2]);
	      and_gate a1_3(a[1], b[3], AND_1[3]);
	      and_gate a1_4(a[1], b[4], AND_1[4]);
	      and_gate a1_5(a[1], b[5], AND_1[5]);
	      and_gate a1_6(a[1], b[6], AND_1[6]);
	      and_gate a1_7(a[1], b[7], AND_1[7]);
	      and_gate a2_0(a[2], b[0], AND_2[0]);
	      and_gate a2_1(a[2], b[1], AND_2[1]);
	      and_gate a2_2(a[2], b[2], AND_2[2]);
	      and_gate a2_3(a[2], b[3], AND_2[3]);
	      and_gate a2_4(a[2], b[4], AND_2[4]);
	      and_gate a2_5(a[2], b[5], AND_2[5]);
    	  and_gate a2_6(a[2], b[6], AND_2[6]);
	      and_gate a2_7(a[2], b[7], AND_2[7]);
	      and_gate a3_0(a[3], b[0], AND_3[0]);
          and_gate a3_1(a[3], b[1], AND_3[1]);
          and_gate a3_2(a[3], b[2], AND_3[2]);
          and_gate a3_3(a[3], b[3], AND_3[3]);
          and_gate a3_4(a[3], b[4], AND_3[4]);
          and_gate a3_5(a[3], b[5], AND_3[5]);
          and_gate a3_6(a[3], b[6], AND_3[6]);
          and_gate a3_7(a[3], b[7], AND_3[7]);
          and_gate a4_0(a[4], b[0], AND_4[0]);
          and_gate a4_1(a[4], b[1], AND_4[1]);
          and_gate a4_2(a[4], b[2], AND_4[2]);
          and_gate a4_3(a[4], b[3], AND_4[3]);
          and_gate a4_4(a[4], b[4], AND_4[4]);
          and_gate a4_5(a[4], b[5], AND_4[5]);
          and_gate a4_6(a[4], b[6], AND_4[6]);
          and_gate a4_7(a[4], b[7], AND_4[7]);
	      and_gate a5_0(a[5], b[0], AND_5[0]);
          and_gate a5_1(a[5], b[1], AND_5[1]);
          and_gate a5_2(a[5], b[2], AND_5[2]);
          and_gate a5_3(a[5], b[3], AND_5[3]);
          and_gate a5_4(a[5], b[4], AND_5[4]);
          and_gate a5_5(a[5], b[5], AND_5[5]);
          and_gate a5_6(a[5], b[6], AND_5[6]);
          and_gate a5_7(a[5], b[7], AND_5[7]);
	      and_gate a6_0(a[6], b[0], AND_6[0]);
          and_gate a6_1(a[6], b[1], AND_6[1]);
          and_gate a6_2(a[6], b[2], AND_6[2]);
          and_gate a6_3(a[6], b[3], AND_6[3]);
          and_gate a6_4(a[6], b[4], AND_6[4]);
          and_gate a6_5(a[6], b[5], AND_6[5]);
          and_gate a6_6(a[6], b[6], AND_6[6]);
          and_gate a6_7(a[6], b[7], AND_6[7]);
	      and_gate a7_0(a[7], b[0], AND_7[0]);
          and_gate a7_1(a[7], b[1], AND_7[1]);
          and_gate a7_2(a[7], b[2], AND_7[2]);
          and_gate a7_3(a[7], b[3], AND_7[3]);
          and_gate a7_4(a[7], b[4], AND_7[4]);
          and_gate a7_5(a[7], b[5], AND_7[5]);
          and_gate a7_6(a[7], b[6], AND_7[6]);
          and_gate a7_7(a[7], b[7], AND_7[7]);
	eight_bit_adder Add0({1'b0,AND_0[7:1]}, AND_1,1'b0 ,ADD_0, cout1);
	eight_bit_adder Add1({cout1,ADD_0[7:1]}, AND_2, 1'b0, ADD_1, cout2);
	eight_bit_adder Add2({cout2,ADD_1[7:1]}, AND_3, 1'b0, ADD_2, cout3);
	eight_bit_adder Add3({cout3,ADD_2[7:1]}, AND_4, 1'b0, ADD_3, cout4);
	eight_bit_adder Add4({cout4,ADD_3[7:1]}, AND_5, 1'b0, ADD_4, cout5);
	eight_bit_adder Add5({cout5,ADD_4[7:1]}, AND_6, 1'b0, ADD_5, cout6);
	eight_bit_adder Add6({cout6,ADD_5[7:1]}, AND_7, 1'b0, ADD_6, cout7);
	assign product =  {ADD_6[0],ADD_5[0],ADD_4[0],ADD_3[0],ADD_2[0],ADD_1[0],ADD_0[0],AND_0[0]};
endmodule
module singlePE(clk, rst, in_a,in_b,b_en, p_sum,out_a,out_b,out_conv);
    input clk, rst, b_en;
    input [7:0] in_a,in_b, p_sum;
    output reg [7:0] out_a, out_b;
    output [7:0] out_conv;   
    reg [7:0] pre_out;
    wire[7:0]  a_product_b;
    wire cout;
    always @(posedge clk or posedge rst)begin
        if(rst) begin
            out_a <= 8'd0;
            out_b <= 8'd0;   
            pre_out <= 8'd0;
        end
        else begin
            out_a <= in_a;
            pre_out<=p_sum;
            if(b_en==1) begin
             out_b <= in_b;
          end
        end
     end
    multiplier m1(out_a, out_b, a_product_b);
    eight_bit_adder a1(pre_out,a_product_b,1'b0,out_conv,cout);
endmodule
module and_gate(a,b,out);
    input a,b;
    output out;
    assign out = a&&b;
endmodule
module SA_2x2(clk, rst, A_in_1, A_in_2, B_in_1, B_in_2, P2_en, c_sel, SAout);
  input clk, rst;
  input [7:0] A_in_1, A_in_2, B_in_1, B_in_2;
  input [1:0] P2_en;
  input [2:0] c_sel;
  output [7:0] SAout;
  wire[7:0]  a_bridge[1:0], b_bridge[1:0], out_bridge[1:0];  
  wire [7:0] result1, result2, temp; 
  singlePE PE11(.clk(clk), .rst(rst), .in_a(A_in_1), .in_b(B_in_1), .b_en(P2_en[0]), .p_sum(8'd0), .out_a(a_bridge[0]), .out_b(b_bridge[0]), .out_conv(out_bridge[0]));
  singlePE PE12(.clk(clk), .rst(rst), .in_a(a_bridge[0]), .in_b(B_in_2), .b_en(P2_en[0]), .p_sum(8'd0), .out_a(), .out_b(b_bridge[1]), .out_conv(out_bridge[1]));
  singlePE PE21(.clk(clk), .rst(rst), .in_a(A_in_2), .in_b(b_bridge[0]), .b_en(P2_en[1]), .p_sum(out_bridge[0]), .out_a(a_bridge[1]), .out_b(), .out_conv(result1));
  singlePE PE22(.clk(clk), .rst(rst), .in_a(a_bridge[1]), .in_b(b_bridge[1]), .b_en(P2_en[1]), .p_sum(out_bridge[1]), .out_a(), .out_b(), .out_conv(result2));
  eight_bit_adder ADD1(.a(result1), .b(result2), .cin(1'b0), .sum(temp), .cout());
  accumulator acc(.clk(clk), .rst(rst), .ctrl(c_sel), .p_sum(temp), .out_conv(SAout));
endmodule
[design/flow/run.sh]
#!/bin/bash
# OpenROAD 26Q1-2900-gdf79404cd8, Yosys 0.63+post, stock flow scripts
make -C /OpenROAD-flow-scripts/flow DESIGN_CONFIG=/design/flow/config.mk WORK_HOME=/design/flow/orfs finish
==> metrics.yaml <==
failed_checks: "setup timing"
most_common_cell: "dfrtp_1"
critical-path-max-stage-delay_ns: 0.50
grt_setup_unrepaired: "yes"
worst_path_most_repeated_cell: "fa_1"
floorplan.initialDensity_pct: 51.8
synth.area.top_cells: "dfrtp_1 35%, fa_1 19%, ha_1 7.9%"
timing.critical_path.from_type: "flop"
global_route.overflow_total: 0
setup_viol: 10
outcome: "finished, violations left"
critical_path_end_type: "flop"
clkTransAtPathRegs_ns: 0.06
place_area_um2: 9690
finalCriticalPeriod_ns: 7.75
cts_tree: "done"
hpwl_mm: 12.9
slew-limit-headroom_pct: 47.9
flop_area_um2: 3000
gp_routability_congestion: 0.845
place_inst: 1055
hold_path_class: "reg -> reg"
finalNonFillerCells: 1090
synth_flops: 120
antenna_found_initial: 0
final_util_pct: 62.0
yosys.cell_types.count: 40
yosys-top-cells-count: "120 x dfrtp_1, 111 x inv_1, 90 x nand2_1"
enable_flop_cells: 0
fin_crit_sh_pct: 112
die.size.y_um: 134
syn-mean-instance-area_um2: 11.3
first_global_vias: 5784
htree_levels: 4
syn_area_um2: 8690
synth_top_flop_cell: "dfrtp_1"
grt_use_total_pct: 21.7
detail_route.vias_per_cell: 4.91
max-cap-violations: 0
yosys_cells: 768
drv_slew: 0
fillerInstances: 1294
criticalPathCategory: "reg -> reg"
ctsRootBufferMaster: "clkbuf_16"
openroad.warnings: 28
detailedRoute.firstPassIterationCount: 4
post-route-cell-area_um2: 10400
report.final.hold_viol_count: 0
slowest_stage: "fa_1"
crit_path_max_fanout: 3
clock-skew-final_ns: 0.00738
cp.arrival_ns: 8.05
maxClockFrequency_mhz: 129
max-clock-path-buffers: 2
clkLatencyLatePin_ns: 0.42
top_level_ports: 47
drt_wl_total_mm: 16.3
ys_area_um2: 8690
routed-via-count: 5352
final_critical_path_setup_slack_ns: -0.854
placement_rows: 47
synthesis.yosys.warnings: 3
post-route-drc-count: 0
share_of_cells_above_drive_strength_1_pct: 20.7
cts_inserted_buffers: 17
wl_per_cell_um: 14.9
synth_largest_type_area_fraction_pct: 34.6
coreArea_um2: 16800
worst_pin_slew_ns: 0.779
drt_iter0_drc: 106
pin_count_of_the_biggest_net_entering_global_routing: 49
crit_required_ns: 7.20
top_area_cell: "dfrtp_1"
io_buffers: 46
clkSinkCount: 120
synth_seq_share_pct: 34.6
syn2layout_area_growth_pct: 19.7
diodes: 0
dieArea_um2: 17900
synthArstFlopShare_pct: 100
multi_input_comb_area_um2: 5390
ant_nets: 0
post_synth_inst_count: 768
grt_first_pass_wirelength_mm: 28.5
die_w_um: 134
==> worst paths after layout <==
check | startpoint | end | slack [ns] | depth (start not counted)
hold / removal | PE11.out_a[7]$_DFF_PP0_ | PE12.out_a[7]$_DFF_PP0_ | 0.38 | 0
setup / recovery | PE21.out_b[1]$_DFFE_PP0P_ | acc.temp[7]$_DFF_PP0_ | -0.85 | 30
min in group asynchronous | rst | acc.temp[1]$_DFF_PP0_ | 1.41 | 2
max in group asynchronous | rst | PE11.out_b[2]$_DFFE_PP0P_ | 4.08 | 4
hold reg to reg | PE11.out_a[7]$_DFF_PP0_ | PE12.out_a[7]$_DFF_PP0_ | 0.38 | 0
setup reg to reg | PE21.out_b[1]$_DFFE_PP0P_ | acc.temp[7]$_DFF_PP0_ | -0.85 | 30
==> cell families (layout without fill, tap and decap cells) <==
| logic type | Yosys count | count (layout) | share of synthesized area (%) |
|---|---|---|---|
| AND/OR/NAND/NOR | 189 | 189 | 10.8 |
| buffers and inverters | 121 | 223 | 5.77 |
| XOR/XNOR | 89 | 89 | 9.95 |
| adder cells (fa/ha/maj) | 137 | 137 | 26.8 |
| AND-OR/OR-AND | 52 | 52 | 3.82 |
| flip-flops | 120 | 120 | 34.6 |
| multiplexers | 60 | 60 | 8.25 |
==> routing by layer <==
metal  wire, um  vias up  track usage (%)
met4        167        0             1.83
met2       8680       70             37.5
met3        516        9             4.17
li1           -     2590                -
met1       6900     2683             31.2
met5          0        -                0
==> layout make-up <==
cell class                      count  area share (%)
Timing Repair Buffer               80            7.03
Inverter                          111            4.05
Clock inverter                     15            1.49
Tap cell                          220            2.65
Sequential cell                   120            28.9
Clock buffer                       17            4.09
Multi-Input combinational cell    527            51.8
==> placed cells by master, fill, tap and decap left out, types with 7 or more instances in the layout <==
| cell type | Yosys | layout |
|---|---|---|
| xnor2_1 | 57 | 51 |
| inv_1 | 111 | 96 |
| ha_1 | 55 | 48 |
| nand2_1 | 90 | 90 |
| nor2_1 | 9 | 7 |
| mux2_2 | 53 | 51 |
| a21o_1 | 7 | 7 |
| a21oi_1 | 17 | 17 |
| inv_2 | 0 | 13 |
| clkbuf_16 | 0 | 17 |
| inv_6 | 0 | 8 |
| clkdlybuf4s50_1 | 0 | 46 |
| dfrtp_1 | 120 | 120 |
| o21ai_0 | 13 | 13 |
| fa_2 | 0 | 15 |
| fa_1 | 82 | 67 |
| buf_4 | 0 | 30 |
| xor2_1 | 25 | 25 |
| and2_1 | 75 | 74 |
| o21bai_1 | 7 | 7 |
==> what timing repair did <==
item	in CTS	in global routing
buffers inserted	4	3
gates cloned	0	0
gates resized	9	13
endpoints found under the setup margin	10	10
hold buffers	0	0
pin swaps	3	5
hold endpoints to repair	0	0
==> per-stage QoR <==
step / worst slack (ns) / TNS, ns / hold slack, ns
final: -0.854 / -4.38 / 0.379
after global routing: -1.18 / -7.22 / 0.386
after CTS: -0.852 / -4.64 / 0.381
after detailed placement: -0.872 / -4.57 / 0.368
after global placement: -0.766 / -3.84 / 0.364
after floorplan: -0.786 / -3.31 / 0.354
==> worst max-delay path: cells and delay by family, from the launching register on <==
kind                       cells  cell delay, ns
AOI/OAI and AO/OA              2            0.15
buffers and inverters          8            0.53
adders and majority gates     13            5.01
xor gates and xnor gates       5            1.01
and+or+nand+nor                2            0.62
DFF                            1            0.35
