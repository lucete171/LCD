==> flow/design.v <==
module memory_module(
  input [7:0] data_w,  
  input clk, rst,
  input [3:0] addr_A0, addr_A1, addr_A2,  
  input [3:0] addr_F0, addr_F1, addr_F2,  
  input [1:0] addr_S0, addr_S1, addr_S2, addr_S3,
  input [1:0] addr_P1_0, addr_P1_1, addr_P1_2, addr_P1_3,
  input [1:0] addr_P2_0, addr_P2_1, addr_P2_2, addr_P2_3,
  input [1:0] en_INP,  
  input [1:0] en_FIL,  
  input [1:0] en_S,  
  input [1:0] en_P1,  
  input [1:0] en_P2,  
  output [7:0] out_A0, out_A1, out_A2,  
  output [7:0] out_F0, out_F1, out_F2,  
  output [7:0] out_S0, out_S1, out_S2, out_S3,  
  output [7:0] out_P1_0, out_P1_1, out_P1_2, out_P1_3,  
  output [7:0] out_P2_0, out_P2_1, out_P2_2, out_P2_3  
);
three_out_ram INPUT_RAM(.data_w(data_w), .addr0(addr_A0), .addr1(addr_A1), .addr2(addr_A2), .ce(en_INP[1]), .we(en_INP[0]), .clk(clk), .data_r0(out_A0), .data_r1(out_A1), .data_r2(out_A2));
three_out_ram INPUT_FIl(.data_w(data_w), .addr0(addr_F0), .addr1(addr_F1), .addr2(addr_F2), .ce(en_FIL[1]), .we(en_FIL[0]), .clk(clk), .data_r0(out_F0), .data_r1(out_F1), .data_r2(out_F2));
out_ram S_OUT(.data_w(data_w), .addr0(addr_S0), .addr1(addr_S1), .addr2(addr_S2), .addr3(addr_S3), .ce(en_S[1]), .we(en_S[0]), .clk(clk), .data_r0(out_S0), .data_r1(out_S1), .data_r2(out_S2), .data_r3(out_S3));
out_ram P1_OUT(.data_w(data_w), .addr0(addr_P1_0), .addr1(addr_P1_1), .addr2(addr_P1_2), .addr3(addr_P1_3), .ce(en_P1[1]), .we(en_P1[0]), .clk(clk), .data_r0(out_P1_0), .data_r1(out_P1_1), .data_r2(out_P1_2), .data_r3(out_P1_3));
out_ram P2_OUT(.data_w(data_w), .addr0(addr_P2_0), .addr1(addr_P2_1), .addr2(addr_P2_2), .addr3(addr_P2_3), .ce(en_P2[1]), .we(en_P2[0]), .clk(clk), .data_r0(out_P2_0), .data_r1(out_P2_1), .data_r2(out_P2_2), .data_r3(out_P2_3));
endmodule
module out_ram(
	input [7:0] data_w,
	input [1:0] addr0,
	input [1:0] addr1,
	input [1:0] addr2,
	input [1:0] addr3,
	input ce, we, clk,
	output [7:0] data_r0,
	output [7:0] data_r1,
	output [7:0] data_r2,
	output [7:0] data_r3
);
reg [7:0] mem [3:0];
reg [3:0] addr_reg0;
reg [3:0] addr_reg1;
reg [3:0] addr_reg2;
reg [3:0] addr_reg3;
always @ (posedge clk)  
begin
    if (ce)  begin  
        if (we) begin  
            mem[addr0] <= data_w;  
        end
        addr_reg0 <= addr0;
        addr_reg1 <= addr1;
        addr_reg2 <= addr2;
        addr_reg3 <= addr3;
    end
end
assign data_r0 = mem[addr_reg0];
assign data_r1 = mem[addr_reg1];
assign data_r2 = mem[addr_reg2];
assign data_r3 = mem[addr_reg3];
endmodule
module three_out_ram(
	input [7:0] data_w,
	input [3:0] addr0,
	input [3:0] addr1,
	input [3:0] addr2,
	input ce, we, clk,
	output [7:0] data_r0,
	output [7:0] data_r1,
	output [7:0] data_r2
);
reg [7:0] mem [15:0];
reg [3:0] addr_reg0;
reg [3:0] addr_reg1;
reg [3:0] addr_reg2;
always @ (posedge clk)  
begin
    if (ce)  begin  
        if (we) begin  
            mem[addr0] <= data_w;  
        end
        addr_reg0 <= addr0;
        addr_reg1 <= addr1;
        addr_reg2 <= addr2; 
    end
end
assign data_r0 = mem[addr_reg0];
assign data_r1 = mem[addr_reg1];
assign data_r2 = mem[addr_reg2];
endmodule
==> flow/run.sh <==
#!/bin/bash
# OpenROAD 26Q1-2900-gdf79404cd8, Yosys 0.63+post, stock flow scripts
make -C /OpenROAD-flow-scripts/flow DESIGN_CONFIG=/design/flow/config.mk WORK_HOME=/design/flow/orfs finish
==> flow/config.mk <==
export PLATFORM = sky130hd
export DESIGN_NAME = memory_module
export DESIGN_NICKNAME = memory_module
export VERILOG_FILES = /design/flow/design.v
export SDC_FILE = /design/flow/constraint.sdc
export NUM_CORES = 4
export LEC_CHECK = 1
export CORE_UTILIZATION = 50
==> flow/constraint.sdc <==
current_design memory_module

set clk_period 6.3
set clk_io_pct 0.2

create_clock -name clk0 -period $clk_period [get_ports {clk}]

set non_clock_inputs [all_inputs -no_clocks]
set_input_delay [expr $clk_period * $clk_io_pct] -clock clk0 $non_clock_inputs
set_output_delay [expr $clk_period * $clk_io_pct] -clock clk0 [all_outputs]
==> run summary <==
flow finished, numbers: status finished clean, Multiplexer share 32.76%, Top FF cell, synth edfxtp_1, clock skew 0.006246 ns, DR iter-0 viols 618, drt drc 0, Post-Route WL around 57000 um, clk sinks roughly 450, Period minus WS final ~4.7 ns, DRT Pass-1 Iters 5, Slew HR between 30% and 40%, largest net degree at the start of global routing 45, yosys synthesis chip area about 22000 um2, Arr. time, crit path about 3.5 ns, Top cell area share between 50 and 60%, EDFF count, synth ~400, Seq/Total Area, Yosys between 50% and 60%, CTS tree yes, Initial Util between 50% and 60%, yosys warns 2, Syn-to-layout area delta 19.67%, CP endpoint kind primary output, final hold vios 0, die area between 40000 and 50000 um2, RSZ-0062 raised after global routing false, synth cell count leaders edfxtp_1, mux4_2, a22oi_1, placed cells 1893, first-pass GRT wire length 85210 um, Die Wd about 210 um, gr ovfl total 0, Cells after Synth ~1100, Hold WS ~0.47 ns, setup bufs post-CTS 0, Final Wtd Congestion between 0.8 and 0.9, vias in the first global route approximately 14000, async set-reset flop share out of synthesis 0%, Tot Pwr between 7 and 8 mW, Main logic family multiplexers, Max Buffers Root-to-Sink 3, cell type with the largest total area edfxtp_1, # resized after CTS 0, leakage 8.936 nW, period utilization between 70% and 80%, Filler Cell Count a little over 3000, vias per cell between 6 and 7, ys flops ~450, CP Class reg2out, hold crit path type reg2reg, layout cells sized above 1 between 30 and 40%, ys cells roughly 1100, Unique cell types 26, IO Pins roughly 210, clock latency (worst-skew pair) between 0.5 and 0.6 ns, setup TNS 0 ns, initial antenna violation count 0, Clk network pwr share roughly two fifths, Startpoint Class flip-flop, Final Max Slew Viols 0, Max Cap Viol 0, Non-Filler Instances between 1500 and 2000, Clk Tree Root Cell clkbuf_16, Post-synth area hogs edfxtp_1, mux4_2, mux4_1, Worst Tran Pin Value 0.9457 ns, pwr dens around 280 nW/um2, Psw about 1.7 mW, Num CTS Buffers 48, Yosys top cell by instances edfxtp_1, Reg2Reg Setup Slack 5.54 ns, crit path max fanout 21, Final HPWL DP about 35000 um, H-tree depth 2, Post-Synthesis Mean Instance Area 19.93 um2, DR vias approximately 13000, setup violators final 0, Core Area between 40000 and 50000 um2, combinational share of power 14.8%, XOR/XNOR Area Share 0%, tool warnings 26, Simple Share, Synth ~2.9%, sw frac a little under a quarter, mapped cell area between 20000 and 25000 um2, # hold bufs at CTS 0, Detail Route Antenna Nets 0, aoi share roughly 3.3%, Worst VDD drop a little over 0.0002 V, die height around 210 um, Finished Core Util around 60%, IO buf count roughly 210, Synth Area in Adders 0%, Total Routing Usage GR between 20% and 30%, sequential share of power a little under half, data required time of the worst path just over 5 ns, ant diodes 0, average wire per standard cell approximately 29 um, Cell Rows 76, Worst-path clk slew around 0.06 ns, achievable clock frequency approximately 210 MHz, Internal about 5.7 mW
[routing by layer]
layer | track usage [%] | wire, um | vias to the layer above | part of all wire (%)
li1 | - | - | 5413 | -
met5 | 1.669 | 46 | - | 0.080
met3 | 19.76 | 8976 | 71 | 16
met4 | 4.465 | 1021 | 2 | 1.8
met1 | 45.11 | 20860 | 6409 | 36
met2 | 40.74 | 26520 | 739 | 46
[logic make-up after synthesis]
group,count (synthesis)
simple gates,143
buf+inv,94
compound gates,98
mux,334
flops,448
[placed cells by master (no fill, tap or decap), types with 4 or more instances in the layout]
cell type        synthesis  final
nor3_1                  10     10
buf_2                   24      8
bufinv_16                0      5
buf_4                    6     72
dfxtp_1                 48     42
clkbuf_1                 7     12
a22oi_1                 96     96
nand2b_1                 8      8
clkbuf_8                 0     10
and2b_1                  4      4
clkbuf_16                0     49
edfxtp_1               400    400
nand2_1                 57     57
clkdlybuf4s50_1          0    202
mux4_2                 210    210
mux2_2                  46     46
dfxtp_2                  0      6
mux4_4                   4      4
nor2b_1                 10     10
mux4_1                  74     74
clkinv_2                 0      6
and2_1                   6      6
nor2_1                  40     40
[final timing paths]
| path | startpoint | end | cells after the start |
|---|---|---|---|
| min | INPUT_FIl.addr_reg2[0] | flip-flop | 1 |
| max reg2reg | INPUT_RAM.addr_reg1[2] | flip-flop | 1 |
| min reg2reg | INPUT_FIl.addr_reg2[0] | flip-flop | 1 |
| max | flip-flop | out_A0[4] | 5 |
[worst max-delay path, stage by stage (launching register included)]
cell and delay (ns):
dfxtp_2 0.87, buf_4 0.40, mux4_1 0.61, a22oi_1 0.34, nand2_1 0.20, clkdlybuf4s50_1 0.45
[power groups by stage]
stage | combinational (mW) | clock, mW | sequential (mW)
6_report | 1.11 | 2.91 | 3.45
5_1_grt | 1.18 | 3.06 | 3.47
4_1_cts | 1.11 | 2.96 | 3.46
[through the flow]
step	area, um2	setup WS (ns)
final	26630	1.593
after global placement	24990	2.153
after floorplan	22260	3.386
after CTS	26630	1.525
after global routing	26630	1.378
after detailed placement	24990	2.164
[area by class of cell]
type,instances,area [um2],area share [%]
clock buffers,71,1409,5.290
repair buffers,282,2603,9.771
inverters,3,11.26,0.04228
well taps,585,732.0,2.748
flip-flops and latches,448,12980,48.73
multi-input cells,575,8668,32.55
clock inverters,19,231.5,0.8691
No activity file was given, so power comes from the tool's default toggle rates.
